--- design/flow/run.sh ---
#!/bin/bash
# OpenROAD 26Q1-2900-gdf79404cd8, Yosys 0.63+post, stock flow scripts
make -C /OpenROAD-flow-scripts/flow DESIGN_CONFIG=/design/flow/config.mk WORK_HOME=/design/flow/orfs finish
--- design/flow/config.mk ---
export PLATFORM = sky130hd
export DESIGN_NAME = subleq_mmio
export DESIGN_NICKNAME = subleq_mmio
export VERILOG_FILES = /design/flow/design.v
export SDC_FILE = /design/flow/constraint.sdc
export NUM_CORES = 4
export LEC_CHECK = 1
export CORE_AREA = 10 10 78 78
export DIE_AREA = 0 0 88 88
--- design/flow/design.v ---
module subleq_mmio(
    input eof,
    input in_ack,
    output in_req,
    input [16 - 1 : 0] io_in,
    input out_ack,
    output out_req,
    output [16 - 1 : 0] io_out,
    output cpu_ack,
    input cpu_req,
    output cpu_halt,
    input cpu_load,
    input cpu_store,
    output [16 - 1 : 0] data_in,
    input [16 - 1 : 0] data_out,
    input [16 - 1 : 0] addr,
    input mem_ack,
    output mem_req,
    output mem_load,
    output mem_store,
    input [16 - 1 : 0] mem_out,
    output [16 - 1 : 0] mem_in,
    output [16 - 1 : 0] mem_addr
);
    wire addr_io;
    wire addr_io_halt;
    wire addr_io_write;
    wire addr_io_read;
    assign addr_io = addr >= ((1 << 16) - 3);
    assign addr_io_halt = addr == ((1 << 16) - 1);
    assign addr_io_write = addr == ((1 << 16) - 2);
    assign addr_io_read = addr == ((1 << 16) - 3);
    wire in_read;
    assign in_read = addr_io_read && cpu_load;
    assign in_req = in_read ? cpu_req : 0;
    wire out_write;
    assign out_write = addr_io_write && cpu_store;
    assign out_req = out_write ? cpu_req : 0;
    assign io_out = out_write ? data_out : 0;
    assign mem_req = !addr_io ? cpu_req : 0;
    assign mem_load = !addr_io ? cpu_load : 0;
    assign mem_store = !addr_io ? cpu_store : 0;
    assign mem_in = !addr_io ? data_out : 0;
    assign mem_addr = !addr_io ? addr : 0;
    assign cpu_ack =
        !addr_io ? mem_ack :
        in_read ? in_ack :
        out_write ? out_ack :
        cpu_req;
    assign cpu_halt = (eof && in_read) || addr_io_halt;
    assign data_in =
        !addr_io ? mem_out :
        in_read ? io_in :
        0;
endmodule
--- design/flow/constraint.sdc ---
current_design subleq_mmio

set clk_period 5.0
set clk_io_pct 0.2

create_clock -name clk0 -period $clk_period

set non_clock_inputs [all_inputs -no_clocks]
set_input_delay [expr $clk_period * $clk_io_pct] -clock clk0 $non_clock_inputs
set_output_delay [expr $clk_period * $clk_io_pct] -clock clk0 [all_outputs]
==> notes.md <==
Summary of the current implementation state.

- The count of antenna diodes in the layout is 0, for reference.
- The largest incremental delay on the critical path is between 0.5 and 0.6 ns, for reference.
- The sequential power share is 0, for reference.
- The region available for standard cell placement spans 4414 µm².
- On the critical path the largest part of the delay comes from simple AND/OR/NAND/NOR gates.
- The number of global-route vias before repair is 1304.
- The final-report hold violation count is 0, for reference.
- The endpoint arrival time on the critical path is between 3 and 4 ns, for reference.
- The slack of the critical path is just over 0.7 ns, for reference.
- The synthesized instance count is around 100.
- The total congestion overflow is 0, for reference.
- The highest attainable clock frequency is between 0.2 and 0.25 GHz, for reference.
- The routability congestion estimate from global placement is 0.7731, for reference.
- Registers take 0 µm².
- In the final layout, the share of cells above drive strength 1 is 0.03814.
- The number of buffers inserted by hold repair at cts is 0, for reference.
- The aggregate global-route resource usage is 0.1147, for reference.
- Setup violations remaining at the end of the flow were counted as 0.
- TritonRoute reported its final design rule violation total as 0.
- The kind of end point of the critical path is an output port, for reference.
- The worst-margin pin slew is 0.7130 ns, for reference.
- The number of buffer and inverter instances along the worst setup path is 2, for reference.
- In this run, distinct cell masters in the synthesized netlist total 27.
- The switching power as a share of total power is 0.2086, for reference.
- The synthesized cell area is approximately 740 µm², for reference.
- According to the cell report, flip-flops and latches in the layout number 0.
- The kind of start point of the critical path is an input pin, for reference.
- The class of the worst hold path is in2out, for reference.
- The combinational cell fraction of total power is 1.000, for reference.
- The die is 88 µm wide.
- The post-synthesis average cell area is about 7.4 µm², for reference.
- The combinational gate area is 663.1 µm², for reference.
- The share of the synthesized area in the top cell type is 0.2976, for reference.
- The switching power is roughly 26 µW, for reference.
- According to the floorplan log, the row count is 24.
- The cell sequence reported for the critical path is clkdlybuf4s50_1, nand4_2, nor4_4, and3_1, and2_1, clkdlybuf4s50_1.
- Setup total negative slack on the finished layout was measured at 0 ns.
- The total iterations of the first detailed-routing run is 4, for reference.
- The pin count of the biggest net entering global routing is 26, for reference.
- The final layout report lists a filler cell count of 430.
- In this run the VDD rail shows a maximum IR drop of about 0.021 mV.
- Max fanout on the critical path was recorded as 17.
- The post-detailed-route wirelength per cell is approximately 17 µm, for reference.
- For reference, the top cells by count after synthesis are 35 x nor2b_1, 18 x and2_1, 16 x a22o_1.
- The data required time at the worst endpoint is 4.00 ns, for reference.
- Setup repair after global routing left no endpoint under its margin.
- The total I/O pin count is about 140, for reference.
- Once detail routing completed, the nets flagged for antenna violations numbered 0.
- The number of warnings in the stage logs is 32, for reference.
- The detailed-route via count is 1234, for reference.
- The internal power contribution is between 90 and 100 µW, for reference.
- Sorting the synthesis cell report by count puts at the top nor2b_1.
- Per the OpenROAD floorplan log, the area of the die is 7744 µm².
- For this block, the initial DRC count from the detailed router was 13.
- The critical path class is in2out, for reference.
- The leakage power is between 0.0008 and 0.0009 µW, for reference.
- The flow ran to the end, and the final reports show no timing, DRC or antenna violations.
- The worst setup slack after placement is 0.6664 ns, for reference.
- The number of max-capacitance violations reported is 0, for reference.
- The critical path's most frequent cell is clkdlybuf4s50_1, for reference.
- In the floorplan report the effective utilization is 0.1667.
- The final clock period utilization by the worst path is 0.8567, for reference.
- The cell total in the yosys stat output is approximately 100, for reference.
- After clock tree synthesis, the setup repair step added 0 buffers.
- The first global-routing pass estimated 7.196 mm of wire.
- The number of antenna violations at the first check in global routing is 0, for reference.
- The area growth from synthesis to layout is 195.7%, for reference.
- The largest total area in the synthesized netlist belongs to nor2b_1.
- Dividing total power by cell area gives a power density of approximately 56 nW/µm².
- In the synthesis report, Yosys lists the chip area as between 700 and 800 µm².
- The proportion of synthesized chip area in sequential cells is 0, for reference.
- According to the floorplan report, the die height is 88 µm.
- The wire length reported by the detailed router is around 4.9 mm, for reference.
- By area the synthesized netlist is led by nor2b_1 30%, a22o_1 19%, and2_1 15%.
- The slowest stage of the critical path belongs to the cell and3_1.
- The max-slew check reports its worst relative slack as 0.5246.
- The number of port buffers is ~140, for reference.
- Gates resized during post-CTS repair numbered 0.
- The share of total power dissipated in the clock network is 0.
- After detailed routing, the number of vias per cell comes to 4.285.
- The number of clock buffers in the layout is 0, for reference.
- Subtracting the final worst setup slack from the clock period gives between 4 and 5 ns.
- Once detailed placement completed, the half-perimeter wirelength came to between 4 and 5 mm.
- The final max-slew violation count recorded for this run is 0.
- Warnings reported by Yosys during synthesis add up to 0.
==> layout make-up <==
type | instances | area share
Timing Repair Buffer | 145 | 0.6636
Multi-Input combinational cell | 90 | 0.3048
Inverter | 1 | 0.001725
Tap cell | 52 | 0.02990
==> per-layer routing <==
layer	track usage	up-vias	share of wire
met5	0	-	0
met4	0.005797	0	0
met3	0.05426	0	0.14
met2	0.2123	72	0.50
met1	0.1201	532	0.36
li1	-	630	-
==> cells by family after synthesis <==
logic type / Yosys count / synth area share
buffers and inverters: 10 / 0.09863
multiplexers: 1 / 0.01361
AND-OR/OR-AND: 21 / 0.2398
AND/OR/NAND/NOR: 68 / 0.6480
==> per-stage QoR <==
step / util / total power [µW] / instances / hold slack (ns) / instance area (µm²)
2_1_floorplan: - / 17.64 / 100 / 2.063 / 735.7
3_3_place_gp: 0.4929 / 124.1 / 288 / 2.941 / 2176
3_5_place_dp: 0.4929 / 124.2 / 288 / 2.944 / 2176
4_1_cts: 0.4929 / 124.9 / 288 / 2.945 / 2176
5_1_grt: 0.4929 / 133.0 / 288 / 2.970 / 2176
6_report: 0.4929 / 122.3 / 288 / 2.936 / 2176
==> power by group through the flow <==
stage	logic, µW	clock network (µW)	registers, µW
finish	122	0	0
CTS	125	0	0
global route	133	0	0
==> worst paths after layout <==
| check | from | end | slack [ns] | depth (start not counted) |
|---|---|---|---|---|
| worst max-delay path | addr[7] | io_out[10] | 0.72 | 6 |
| worst min-delay path | data_out[8] | mem_in[8] | 2.94 | 3 |
==> layout by cell type, fill, tap and decap left out <==
cell	n
a31o_2	1
nor4_4	2
nand4_2	1
nand3b_1	1
or3_1	1
and2_1	18
a21oi_1	1
inv_1	1
nor2_1	1
o21ai_2	1
clkdlybuf4s50_1	142
a22o_1	16
mux2i_1	1
nand4_4	1
a31oi_1	1
o211ai_1	1
buf_4	3
and3b_1	1
and3_1	1
nand4b_1	1
nand2_1	3
and4b_1	1
nand4_1	1
nor2b_1	35
Power and IR drop assume default switching activity.
